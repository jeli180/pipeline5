`./run.sh`:
```
#!/bin/bash
# OpenROAD 26Q1-2900-gdf79404cd8, Yosys 0.63+post, stock flow scripts
make -C /OpenROAD-flow-scripts/flow DESIGN_CONFIG=/design/flow/config.mk WORK_HOME=/design/flow/orfs finish
```
`./constraint.sdc`:
```
current_design execute

set clk_period 12.1
set clk_io_pct 0.2

create_clock -name clk0 -period $clk_period [get_ports {clk}]

set non_clock_inputs [all_inputs -no_clocks]
set_input_delay [expr $clk_period * $clk_io_pct] -clock clk0 $non_clock_inputs
set_output_delay [expr $clk_period * $clk_io_pct] -clock clk0 [all_outputs]
```
`./design.v`:
```
module execute (
  input logic clk, rst,
  input logic branch_flush, stall, jal_flush,  
  input logic [4:0] regD_mem, regD_wb,
  input logic [31:0] regD_val_mem, regD_val_wb,
  input logic regwrite_mem, regwrite_wb,
  input logic rtype, itype, utype, load, store, branch, jal, jalr,  
  input logic [31:0] imm, inst, pc,
  input logic [4:0] reg1, reg2, regD,
  input logic [31:0] reg1val, reg2val,
  output logic regwrite, loadF, storeF, jalF, jalrF,
  output logic [31:0] target,
  output logic [31:0] result,  
  output logic [31:0] store_data,
  output logic branch_cond,
  output logic [4:0] regDF,
  output logic [4:0] mshr_reg1, mshr_reg2
);
  logic [31:0] final_reg1val, final_reg2val;  
  logic next_stallreg, stallreg;
  logic next_regwrite, next_loadF, next_storeF, next_jalF, next_jalrF;  
  logic [31:0] next_target, next_result, next_store_data;  
  logic next_branch_cond;  
  logic [4:0] next_regDF;  
  logic [31:0] operator;  
  assign mshr_reg1 = reg1;
  assign mshr_reg2 = reg2;
  always_comb begin
    final_reg1val = reg1val;
    final_reg2val = reg2val;
    next_stallreg = 0;
    operator = 32'b0;
    next_regwrite = 0;
    next_loadF = load;
    next_storeF = store;
    next_jalF = jal;
    next_jalrF = jalr;
    next_target = '0;
    next_result = '0;
    next_store_data = '0;
    next_branch_cond = 0;
    next_regDF = regD;
    if (!jal_flush) begin  
      next_stallreg = stall;  
    end
    if (stallreg && !stall && regwrite_mem && regD_mem != 5'b0) begin  
      if (regD_mem == reg1) final_reg1val = regD_val_mem;
      if (regD_mem == reg2) final_reg2val = regD_val_mem;
    end else if (stallreg && !stall && regwrite_wb && regD_wb != 5'b0) begin  
      if (regD_wb == reg1) final_reg1val = regD_val_wb;
      if (regD_wb == reg2) final_reg2val = regD_val_wb; 
    end else if ((regD_mem == reg1 || regD_mem == reg2) && regwrite_mem && regD_mem != 5'b0) begin  
      if (regD_mem == reg1) final_reg1val = regD_val_mem;
      if (regD_mem == reg2) final_reg2val = regD_val_mem;
    end else if ((regD_wb == reg1 || regD_wb == reg2) && regwrite_wb && regD_wb != 5'b0) begin  
      if (regD_wb == reg1) final_reg1val = regD_val_wb;
      if (regD_wb == reg2) final_reg2val = regD_val_wb;
    end
    next_regwrite = (rtype || itype || utype || load || jal|| jalr) ? 1'b1 : 1'b0;
    if (branch || jal) begin
      next_target = pc + imm;
    end else if (jalr) begin
      next_target = final_reg1val + imm;
    end
    if (branch) begin
      case (inst[14:12])  
        3'h0: next_branch_cond = final_reg1val == final_reg2val ? 1'b1 : 1'b0;
        3'h1: next_branch_cond = final_reg1val != final_reg2val ? 1'b1 : 1'b0;
        3'h4: next_branch_cond = $signed(final_reg1val) < $signed(final_reg2val) ? 1'b1 : 1'b0;
        3'h5: next_branch_cond = $signed(final_reg1val) >= $signed(final_reg2val) ? 1'b1 : 1'b0;
        3'h6: next_branch_cond = final_reg1val < final_reg2val ? 1'b1 : 1'b0;
        3'h7: next_branch_cond = final_reg1val >= final_reg2val ? 1'b1 : 1'b0;
        default:;
      endcase
    end
    if (store) begin
      next_store_data = final_reg2val;
    end
    if (rtype) operator = final_reg2val;
    else if (itype) operator = imm;
    if (rtype || itype) begin
      case (inst[14:12])  
        3'h0: begin
          if (inst[31:25] == 7'h20 && rtype) next_result = final_reg1val - operator;
          else next_result = final_reg1val + operator;
        end
        3'h1: next_result = final_reg1val << operator[4:0];
        3'h2: next_result = $signed(final_reg1val) < $signed(operator) ? 32'd1 : 32'b0;
        3'h3: next_result = final_reg1val < operator ? 32'd1 : 32'b0;
        3'h4: next_result = final_reg1val ^ operator;
        3'h5: begin
          if (inst[31:25] == 7'b0) next_result = final_reg1val >> operator[4:0];
          else if (inst[31:25] == 7'h20) next_result = $signed(final_reg1val) >>> operator[4:0];
        end
        3'h6: next_result = final_reg1val | operator;
        3'h7: next_result = final_reg1val & operator;
        default:;
      endcase
    end else if (utype) next_result = imm << 12;
    else if (load || store) next_result = final_reg1val + imm;
    else if (jal || jalr) next_result = pc + 4;
    if (jal_flush || branch_flush) begin  
      next_regwrite = 0;
      next_loadF = 0;
      next_storeF = 0;
      next_jalF = 0;
      next_jalrF = 0;
      next_regDF = '0;
      next_target = '0;
      next_result = '0;
      next_store_data = '0;
      next_branch_cond = 0;
    end else if (stall) begin
      next_regwrite = regwrite;
      next_loadF = loadF;
      next_storeF = storeF;
      next_jalF = jalF;
      next_jalrF = jalrF;
      next_regDF = regDF;
      next_target = target;
      next_result = result;
      next_store_data = store_data;
      next_branch_cond = branch_cond;
    end
  end
  always_ff @(posedge clk or posedge rst) begin
    if (rst) begin  
      stallreg <= 0;
      regwrite <= 0;
      loadF <= 0;
      storeF <= 0;
      jalF <= 0;
      jalrF <= 0;
      target <= '0;
      result <= '0;
      store_data <= '0;
      branch_cond <= 0;
      regDF <= '0;
    end else begin
      stallreg <= next_stallreg;
      regwrite <= next_regwrite;
      loadF <= next_loadF;
      storeF <= next_storeF;
      jalF <= next_jalF;
      jalrF <= next_jalrF;
      target <= next_target;
      result <= next_result;
      store_data <= next_store_data;
      branch_cond <= next_branch_cond;
      regDF <= next_regDF;
    end
  end
endmodule  
```
`./config.mk`:
```
export PLATFORM = sky130hd
export DESIGN_NAME = execute
export DESIGN_NICKNAME = execute
export VERILOG_FILES = /design/flow/design.v
export SDC_FILE = /design/flow/constraint.sdc
export NUM_CORES = 4
export LEC_CHECK = 1
export CORE_UTILIZATION = 50
```
==> summary.txt <==
fresh numbers from the pnr run: detailed-placement wirelength estimate 84.0 mm, most common cell in the netlist nand2_1, Die Span Y 211 µm, critical path peak fanout 57, TritonCTS Buffers 9, core region area 43000 µm², antenna violations before repair 4, gpl congestion 1.11, Worst Hold Class reg -> reg, OpenROAD warning count 113, fin. max-slew vios 0, WP data arrival 10.34 ns, top cells, area dfrtp_1, ha_1, mux2i_1, Max Root-Sink Buffers 2, Post-synth EDFFs 0, Core Util at FP 50.6%, status finished clean, Synth mux share 12.5%, YS chip area 21800 µm², Mapped Cells 3021, port bufs 358, P&R area growth vs syn 20.0%, total grt overflow 0, I/O pins 381, CP Capture Type flip-flop, total negative slack 0 ns, clk latency of the worst-skew pair 0.41 ns, first-pass GRT wire length 158 mm, most used flip-flop cell dfrtp_1, final std cells w/o fill 3846, CTS H-tree depth 3, Hold Vio Cnt, Final 0, PostCTS Resize Cnt 0, Final Util 60.7%, Slew headroom 20.6%, die width 211 µm, drt first pass iters 8, Via density 6.97, xor/xnor share 5.35%, Clock Skew 0.0100 ns, # rows 76, total power 2.16 mW, Tcrit/Tclk final 82.5%, worst endpoint required time 12.45 ns, Worst Setup Start Kind primary input, Peak VDD IR 0.0000689 V, type of the worst setup path in -> reg, Cell Type Count 94, maxcap violations 0, via count 26800, root buf cell clkbuf_16, CTS tree done, clk sinks 108, DRT iter0 DRCs 3609, Hold-fix buffers, CTS 0, Fmax 100 MHz, die area 44400 µm², flop-to-flop setup slack 4.57 ns, Cell Pwr Density 82.7 nW/µm², ao+oa area frac 33.1%, Main logic family AND-OR/OR-AND gates, vias in the first global route 24600, Routed Antenna Nets 0, Max-area cell share 12.4%, Syn Area/Cell 7.20 µm², Clk pin slew, worst setup/hold paths 0.10 ns, DRC viols 0, fraction of layout cells with a size suffix above 1 6.85%, adder share 11.4%, static leakage 11.1 nW, final setup fails 0, simple share 18.4%, wire length per cell 28.1 µm, RSZ-0062 raised after global routing no, drt total wl 108 mm, largest net degree at the start of global routing 58, minimum setup slack after placement 2.08 ns, synth cell count leaders nand2_1, o21ai_0, nor2_1, mux2i_1, a21oi_1, setup bufs post-CTS 0, Synth Cell Area 21800 µm², synth warn 1, Synth async-reset ratio 100%, Synth Register Bits 108, yosys cell count 3021, placed insts 3826, post-layout min period 9.98 ns, Tot GR Track Use 48.5%, actual slew at the worst max-slew pin 1.18 ns, area leader, netlist dfrtp_1, final setup margin 2.12 ns, Seq/Total Area, Yosys 12.4%
state kept, by name, indices dropped and copies added, names as in the netlist, 5 cells and up:
register and count:
result 32, store_data 32, target 32, regDF 5
logic make-up after synthesis:
| family | count (synthesis) |
|---|---|
| flops | 108 |
| mux | 267 |
| compound gates | 1085 |
| simple gates | 883 |
| fa+ha+maj | 196 |
| xor+xnor | 133 |
| buf+inv | 349 |
worst paths after layout:
path                                   startpoint                          to  depth (start not counted)
setup / recovery                      regD_mem[3]      result[28]$_DFFE_PP0P_                         24
hold / removal             target[11]$_DFFE_PP0P_      target[11]$_DFFE_PP0P_                          1
setup reg to reg               stallreg$_DFF_PP0_      result[28]$_DFFE_PP0P_                         23
hold reg to reg            target[11]$_DFFE_PP0P_      target[11]$_DFFE_PP0P_                          1
max in group asynchronous                     rst  store_data[25]$_DFFE_PP0P_                          3
min in group asynchronous                     rst      target[23]$_DFFE_PP0P_                          2
metal layers:
metal,vias to the layer above,wire [µm],track usage [%]
li1,11700,-,-
met1,12500,41800,65.4
met2,2151,44100,69.3
met3,466,15500,17.3
met4,6,6450,23.1
met5,-,40,0
worst max-delay path, stage by stage:
cell and delay (ns):
clkdlybuf4s50_1 0.53, or4_4 0.54, o21ai_2 0.65, nor2_4 0.06, buf_4 0.36, a21o_1 0.45
a211oi_1 0.28, buf_4 0.21, ha_1 0.32, inv_1 0.11, fa_1 0.47, or2_2 0.31
a2111oi_0 0.72, o31a_1 0.29, o21bai_1 0.17, a211oi_1 0.42, o21ai_0 0.16, a21oi_1 0.39
a21boi_0 0.24, nand2b_1 0.20, a221oi_1 0.33, xnor2_1 0.35, o21ai_0 0.15, o21ai_1 0.14
power by group:
| group | switching (mW) | total (mW) | internal, mW |
|---|---|---|---|
| logic | 0.897 | 1.44 | 0.538 |
| registers | 0.0104 | 0.385 | 0.375 |
| clock network | 0.188 | 0.338 | 0.150 |
| total | 1.10 | 2.16 | 1.06 |
stage by stage:
stage | hold WS (ns) | cell area, µm²
final | 0.479 | 26100
after global routing | 0.508 | 26100
after floorplan | 0.423 | 21800
after global placement | 0.462 | 25800
after CTS | 0.484 | 26100
after detailed placement | 0.466 | 25800
layout make-up:
cell class | count | area (µm²)
Inverter | 119 | 452
Sequential cell | 108 | 2700
Tap cell | 585 | 732
Clock buffer | 10 | 239
Multi-Input combinational cell | 2564 | 17600
Clock inverter | 6 | 56.3
Timing Repair Buffer | 450 | 4270
Fill cell | 3772 | 16900
Antenna cell | 4 | 10.0
cells in the final DEF, fill, tap and decap left out, drive strengths merged, types with 9 or more instances in the layout:
cell type / instances
a2111oi: 12
a211oi: 47
a21o: 56
a21oi: 221
a221oi: 25
a22o: 16
a22oi: 77
a2bb2oi: 9
a31o: 28
a31oi: 21
a32oi: 33
and3: 21
buf: 93
clkbuf: 10
clkdlybuf4s50: 357
dfrtp: 108
ha: 192
inv: 120
mux2: 27
mux2i: 240
nand2: 321
nand2b: 23
nand3: 69
nand4: 27
nor2: 247
nor2b: 17
nor3: 83
nor4: 12
o211ai: 25
o21a: 25
o21ai: 305
o21bai: 12
o221ai: 31
o22ai: 38
o31ai: 26
or3: 28
xnor2: 86
xor2: 47
No activity file was given, so power comes from the tool's default toggle rates.
