[flow/design.v]
module regfile (
  input logic clk, rst,
  input logic [4:0] reg1, reg2,
  output logic [31:0] reg1val, reg2val,
  input logic [4:0] regD,
  input logic [31:0] write_data,
  input logic regwrite
);
  logic [31:0] cur_reg [1:31];
  always_comb begin
    if (reg1 == 5'b0) begin
      reg1val = '0;
    end else begin
      reg1val = cur_reg[reg1];
    end
    if (reg2 == 5'b0) begin
      reg2val = '0;
    end else begin
      reg2val = cur_reg[reg2];
    end
  end
  always_ff @(posedge clk or posedge rst) begin
    if (rst) begin
      cur_reg[1] <= '0;
      cur_reg[2] <= '0;
      cur_reg[3] <= '0;
      cur_reg[4] <= '0;
      cur_reg[5] <= '0;
      cur_reg[6] <= '0;
      cur_reg[7] <= '0;
      cur_reg[8] <= '0;
      cur_reg[9] <= '0;
      cur_reg[10] <= '0;
      cur_reg[11] <= '0;
      cur_reg[12] <= '0;
      cur_reg[13] <= '0;
      cur_reg[14] <= '0;
      cur_reg[15] <= '0;
      cur_reg[16] <= '0;
      cur_reg[17] <= '0;
      cur_reg[18] <= '0;
      cur_reg[19] <= '0;
      cur_reg[20] <= '0;
      cur_reg[21] <= '0;
      cur_reg[22] <= '0;
      cur_reg[23] <= '0;
      cur_reg[24] <= '0;
      cur_reg[25] <= '0;
      cur_reg[26] <= '0;
      cur_reg[27] <= '0;
      cur_reg[28] <= '0;
      cur_reg[29] <= '0;
      cur_reg[30] <= '0;
      cur_reg[31] <= '0;
    end else begin
      if (regD != 5'b0 && regwrite) begin  
        cur_reg[regD] <= write_data;
      end
    end
  end
endmodule
[flow/run.sh]
#!/bin/bash
# OpenROAD 26Q1-2900-gdf79404cd8, Yosys 0.63+post, stock flow scripts
make -C /OpenROAD-flow-scripts/flow DESIGN_CONFIG=/design/flow/config.mk WORK_HOME=/design/flow/orfs finish
[flow/config.mk]
export PLATFORM = sky130hd
export DESIGN_NAME = regfile
export DESIGN_NICKNAME = regfile
export VERILOG_FILES = /design/flow/design.v
export SDC_FILE = /design/flow/constraint.sdc
export NUM_CORES = 4
export LEC_CHECK = 1
export CORE_UTILIZATION = 40
[flow/constraint.sdc]
current_design regfile

set clk_period 8.2
set clk_io_pct 0.2

create_clock -name clk0 -period $clk_period [get_ports {clk}]

set non_clock_inputs [all_inputs -no_clocks]
set_input_delay [expr $clk_period * $clk_io_pct] -clock clk0 $non_clock_inputs
set_output_delay [expr $clk_period * $clk_io_pct] -clock clk0 [all_outputs]
==> flow_summary.ini <==
; generated from flow reports
[synth]
ys_seq_share_pct = 48.9
ys_types = 72
postSynthCellCount = 4322
avgSynthCellArea_um2 = 11.7
flop_cell = dfrtp_1
edf_count = 0
netlist_area_um2 = 50700
synthArstFlopShare_pct = 100
ys_cells = 4322
numSynthFlops = 992
yosys_warnings = 2
yosys_area_um2 = 50700

[min_path]
min_path_type = register to register
min_from = cur_reg[17][2]

[floorplan]
core_um2 = 126000
die_x_um = 358
fp.dieH_um = 358
rows = 130
initial_core_util_pct = 40.4
io_pins = 114
die_area_um2 = 128000

[timing]
fin_ws_ns = 0.717
worstMarginPinSlew_ns = 1.23
post-route-min-period_ns = 7.48
rsz0062_at_grt = no
finalClockPeriodUsage_pct = 91.3
max-slew-margin-rel_pct = 18.0
fmax_ghz = 0.134
report.final.slew_viol_count = 0
tns_ns = 0
fin_skew_ns = 0
hold_viol_final = 0
setup_viol = 0

[run]
cap_violations = 0
log.warning_count = 46

[drt]
wirelength_mm = 283
ant_nets = 0
via_per_inst = 7.26
drt_first_pass_iters = 7
first_iter_violations = 5779
num_vias = 44838
drc = 0
wire_per_inst_um = 45.9

[global_routing]
grt_pass1_wl_mm = 382
grt_use_total_pct = 46.0
grt_pass1_vias = 43850
antenna_found_initial = 22
grt_max_degree = 125
overflow = 0

[clock_tree]
htree_levels = 3
clk_pin_slew_ns = 0.06
clock-sinks = 992
cts_buffer_depth = 3
tritoncts = yes
cts_resized = 0
root_buffer = clkbuf_16
insertion_delay_ns = 0.79
cts_hold_buf = 0
postCtsSetupBuffers = 0
cts_buffers = 110

[layout]
layout_top_cells = mux2_2 (1019), dfrtp_1 (992), a22oi_1 (672)
layout_top_cell = mux2_2
area_growth_pct = 15.4
fin_util_pct = 46.6
drive_above_1_share_pct = 35.6
largest_reg_flops = 992
instances_no_fill = 6172

[critical_path]
cp.arrival_ns = 5.84
required_ns = 6.56
cp_max_fo = 49
startpoint = reg1[1]
crit_type = input pin to output pin
cp-end-kind = output pin
reg2reg_from = cur_reg[8][14]
start_kind = input pin

[run_status]
status = complete, no violations

[placed_design]
place_ws_ns = 1.08
place.gp.congestion = 1.10
placedCellCount = 5951
place_hpwl_mm = 184
place.port_buffers = 113

[pwr]
pwr_density_cell_nw_per_um2 = 245
report.power.total_mw = 14.3
p_leak_nw = 25.2
peakVddDrop_mv = 0.174
[layer usage]
metal | vias up | routed length (µm) | track usage [%]
met5 | - | 300 | 0.741
met4 | 30 | 22300 | 26.1
met3 | 1330 | 47000 | 28.0
met1 | 22711 | 101000 | 58.7
li1 | 16798 | - | -
met2 | 3969 | 113000 | 60.4
[logic make-up (layout without fill, tap and decap cells)]
kind of cell    Yosys count  count (layout)  share of synthesized area, %
mux                    1100            1100                          24.3
compound gates         1097            1097                          15.7
flops                   992             992                          48.9
simple gates            716             716                          7.33
buf+inv                 417             602                          3.79
other cells               0              15                             0
[worst max-delay path: stages]
cell	delay, ns
buf_4	0.47
buf_12	0.38
nand3b_1	0.67
nor2_4	0.63
buf_4	0.39
a222oi_1	0.11
nand3_1	0.16
nor4_1	0.07
nor3_1	0.63
clkdlybuf4s50_1	0.60
[path summary, 6_finish.rpt]
kind | to | slack, ns | depth (start not counted)
max reg2reg | cur_reg[8][14] | 7.24 | 1
max | reg1val[31] | 0.72 | 10
min | cur_reg[17][2] | 0.53 | 1
max in group asynchronous | cur_reg[1][11] | 4.87 | 5
min in group asynchronous | cur_reg[13][3] | 1.27 | 2
min reg2reg | cur_reg[17][2] | 0.53 | 1
[power breakdown]
part           switching (mW)  total [mW]  internal (mW)
logic                    1.08        2.19           1.11
clock network            2.26        5.25           2.99
registers                1.06        6.90           5.84
total                    4.40        14.3           9.94
[stage by stage]
step / hold slack, ns / cell area (µm²)
floorplan: 0.489 / 50800
global placement: 0.507 / 54800
detailed placement: 0.513 / 54800
CTS: 0.528 / 58500
global route: 0.540 / 58500
finish: 0.530 / 58600
[cells in the mapped netlist, types with 23 or more instances]
cell type	count	area, µm²
a21oi_1	156	781
a22o_1	49	429
a22oi_1	672	5040
a31oi_1	41	257
a32oi_1	24	210
buf_1	43	161
buf_2	206	1030
buf_4	23	173
clkbuf_1	135	507
dfrtp_1	992	24800
mux2_2	1019	11500
mux2i_1	77	771
nand2_1	211	792
nand3_1	33	165
nand4_1	86	538
nor2_1	117	439
nor3_1	87	435
nor4_1	28	175
o21ai_0	29	145
[area by class of cell]
class	instances	area [µm²]
inverters	8	33.8
clock buffers	152	3160
flip-flops and latches	992	24800
diodes	15	37.5
multi-input cells	2913	24400
repair buffers	388	3450
well taps	1650	2060
fillers	11306	67200
clock inverters	54	609
