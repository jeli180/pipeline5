### /design/flow/run.sh
#!/bin/bash
# OpenROAD 26Q1-2900-gdf79404cd8, Yosys 0.63+post, stock flow scripts
make -C /OpenROAD-flow-scripts/flow DESIGN_CONFIG=/design/flow/config.mk WORK_HOME=/design/flow/orfs finish
### /design/flow/config.mk
export PLATFORM = sky130hd
export DESIGN_NAME = systolic_array
export DESIGN_NICKNAME = systolic_array
export VERILOG_FILES = /design/flow/design.v
export SDC_FILE = /design/flow/constraint.sdc
export NUM_CORES = 4
export LEC_CHECK = 1
export CORE_UTILIZATION = 40
### /design/flow/constraint.sdc
current_design systolic_array

set clk_period 14.8
set clk_io_pct 0.2

create_clock -name clk0 -period $clk_period [get_ports {clk}]

set non_clock_inputs [all_inputs -no_clocks]
set_input_delay [expr $clk_period * $clk_io_pct] -clock clk0 $non_clock_inputs
set_output_delay [expr $clk_period * $clk_io_pct] -clock clk0 [all_outputs]
### /design/flow/design.v
module mac (
  input logic clk, rst,
  input logic clear, en,
  input logic signed [7:0] row_input, col_input,
  output logic signed [31:0] accumulate
);
  logic signed [31:0] next_accumulate;
  logic signed [15:0] prod;
  always_comb begin
    prod = row_input * col_input;
    if (clear) next_accumulate = '0;
    else if (en) next_accumulate = accumulate + {{16{prod[15]}}, prod};
    else next_accumulate = accumulate;
  end
  always_ff @(posedge clk or posedge rst) begin
    if (rst) accumulate <= '0;
    else accumulate <= next_accumulate;
  end
endmodule
module systolic_array #(
  parameter int ROW_DIM = 4
) (
  input logic clk, rst,
  input logic en, clear,
  input logic signed [7:0] row0_in, row1_in, row2_in, row3_in,
  input logic signed [7:0] col0_in, col1_in, col2_in, col3_in,
  output logic signed [31:0] mac00, mac01, mac02, mac03,  
  output logic signed [31:0] mac10, mac11, mac12, mac13,
  output logic signed [31:0] mac20, mac21, mac22, mac23,
  output logic signed [31:0] mac30, mac31, mac32, mac33
);
  logic signed [7:0] col1_input1, col1_input2, col1_input3, col1_input4;
  logic signed [7:0] col2_input1, col2_input2, col2_input3, col2_input4;
  logic signed [7:0] col3_input1, col3_input2, col3_input3, col3_input4;
  logic signed [7:0] col4_input1, col4_input2, col4_input3, col4_input4;
  logic signed [7:0] next_col1_input2, next_col1_input3, next_col1_input4;
  logic signed [7:0] next_col2_input2, next_col2_input3, next_col2_input4;
  logic signed [7:0] next_col3_input2, next_col3_input3, next_col3_input4;
  logic signed [7:0] next_col4_input2, next_col4_input3, next_col4_input4;
  assign col1_input1 = (rst || clear) ? '0 : col0_in;
  assign col2_input1 = (rst || clear) ? '0 : col1_in;
  assign col3_input1 = (rst || clear) ? '0 : col2_in;
  assign col4_input1 = (rst || clear) ? '0 : col3_in;
  always_comb begin
    next_col1_input2 = col1_input2;
    next_col2_input2 = col2_input2;
    next_col3_input2 = col3_input2;
    next_col4_input2 = col4_input2;
    next_col1_input3 = col1_input3;
    next_col2_input3 = col2_input3;
    next_col3_input3 = col3_input3;
    next_col4_input3 = col4_input3;
    next_col1_input4 = col1_input4;
    next_col2_input4 = col2_input4;
    next_col3_input4 = col3_input4;
    next_col4_input4 = col4_input4;
    if (clear) begin
      next_col1_input2 = '0;
      next_col2_input2 = '0;
      next_col3_input2 = '0;
      next_col4_input2 = '0;
      next_col1_input3 = '0;
      next_col2_input3 = '0;
      next_col3_input3 = '0;
      next_col4_input3 = '0;
      next_col1_input4 = '0;
      next_col2_input4 = '0;
      next_col3_input4 = '0;
      next_col4_input4 = '0;
    end else if (en) begin
      next_col1_input2 = col1_input1;
      next_col2_input2 = col2_input1;
      next_col3_input2 = col3_input1;
      next_col4_input2 = col4_input1;
      next_col1_input3 = col1_input2;
      next_col2_input3 = col2_input2;
      next_col3_input3 = col3_input2;
      next_col4_input3 = col4_input2;
      next_col1_input4 = col1_input3;
      next_col2_input4 = col2_input3;
      next_col3_input4 = col3_input3;
      next_col4_input4 = col4_input3;
    end
  end
  always_ff @(posedge clk or posedge rst) begin
    if (rst) begin
      col1_input2 <= '0;
      col1_input3 <= '0;
      col1_input4 <= '0;
      col2_input2 <= '0;
      col2_input3 <= '0;
      col2_input4 <= '0;
      col3_input2 <= '0;
      col3_input3 <= '0;
      col3_input4 <= '0;
      col4_input2 <= '0;
      col4_input3 <= '0;
      col4_input4 <= '0;
    end else begin
      col1_input2 <= next_col1_input2;
      col1_input3 <= next_col1_input3;
      col1_input4 <= next_col1_input4;
      col2_input2 <= next_col2_input2;
      col2_input3 <= next_col2_input3;
      col2_input4 <= next_col2_input4;
      col3_input2 <= next_col3_input2;
      col3_input3 <= next_col3_input3;
      col3_input4 <= next_col3_input4;
      col4_input2 <= next_col4_input2;
      col4_input3 <= next_col4_input3;
      col4_input4 <= next_col4_input4;
    end
  end
  mac unit11(
    .clk(clk),
    .rst(rst),
    .clear(clear),
    .en(en),
    .row_input(row0_in),
    .col_input(col1_input1),
    .accumulate(mac00)  
  );
  mac unit12(
    .clk(clk),
    .rst(rst),
    .clear(clear),
    .en(en),
    .row_input(row1_in),
    .col_input(col1_input2),
    .accumulate(mac01)  
  );
  mac unit13(
    .clk(clk),
    .rst(rst),
    .clear(clear),
    .en(en),
    .row_input(row2_in),
    .col_input(col1_input3),
    .accumulate(mac02)  
  );
  mac unit14(
    .clk(clk),
    .rst(rst),
    .clear(clear),
    .en(en),
    .row_input(row3_in),
    .col_input(col1_input4),
    .accumulate(mac03)  
  );
  mac unit21(
    .clk(clk),
    .rst(rst),
    .clear(clear),
    .en(en),
    .row_input(row0_in),
    .col_input(col2_input1),
    .accumulate(mac10)  
  );
  mac unit22(
    .clk(clk),
    .rst(rst),
    .clear(clear),
    .en(en),
    .row_input(row1_in),
    .col_input(col2_input2),
    .accumulate(mac11)  
  );
  mac unit23(
    .clk(clk),
    .rst(rst),
    .clear(clear),
    .en(en),
    .row_input(row2_in),
    .col_input(col2_input3),
    .accumulate(mac12)  
  );
  mac unit24(
    .clk(clk),
    .rst(rst),
    .clear(clear),
    .en(en),
    .row_input(row3_in),
    .col_input(col2_input4),
    .accumulate(mac13)  
  );
  mac unit31(
    .clk(clk),
    .rst(rst),
    .clear(clear),
    .en(en),
    .row_input(row0_in),
    .col_input(col3_input1),
    .accumulate(mac20)  
  );
  mac unit32(
    .clk(clk),
    .rst(rst),
    .clear(clear),
    .en(en),
    .row_input(row1_in),
    .col_input(col3_input2),
    .accumulate(mac21)  
  );
  mac unit33(
    .clk(clk),
    .rst(rst),
    .clear(clear),
    .en(en),
    .row_input(row2_in),
    .col_input(col3_input3),
    .accumulate(mac22)  
  );
  mac unit34(
    .clk(clk),
    .rst(rst),
    .clear(clear),
    .en(en),
    .row_input(row3_in),
    .col_input(col3_input4),
    .accumulate(mac23)  
  );
  mac unit41(
    .clk(clk),
    .rst(rst),
    .clear(clear),
    .en(en),
    .row_input(row0_in),
    .col_input(col4_input1),
    .accumulate(mac30)  
  );
  mac unit42(
    .clk(clk),
    .rst(rst),
    .clear(clear),
    .en(en),
    .row_input(row1_in),
    .col_input(col4_input2),
    .accumulate(mac31)  
  );
  mac unit43(
    .clk(clk),
    .rst(rst),
    .clear(clear),
    .en(en),
    .row_input(row2_in),
    .col_input(col4_input3),
    .accumulate(mac32)  
  );
  mac unit44(
    .clk(clk),
    .rst(rst),
    .clear(clear),
    .en(en),
    .row_input(row3_in),
    .col_input(col4_input4),
    .accumulate(mac33)  
  );
endmodule
==> Changelog: implementation <==
### Metrics

* Ys flop type: dfrtp_1
* Die height at 466 um
* Crit end category: flop
* CP Launch Type: primary input
* Area grow syn2layout at 13.9%
* Reg2reg start: col1_input2[2]
* Sw Share at 0.390
* CTS Buf Count at 90
* Asr flop ratio synth at 1.00
* Gate power share at 0.452
* WL final at 238,000 um
* Clock power share at 0.282
* CTS Buffer Depth at 3
* Ys flops at 608
* Max-slew violation count at 0
* Yosys aoi share at 0.135
* CP max-delay cell: buf_4
* Tool warnings at 36
* Fin crit period at 11.52 ns
* R2R depth at 26
* Final setup viols at 0
* Vias at 68,300
* Post-synth EDFFs at 0
* Leakage at 0.0505 uW
* FP Util at 0.404
* Placed inst area at 95,000 sq um
* Post-synthesis cell type count at 102
* Power Density at 82.3 nW/um^2
* WP data arrival at 12.13 ns
* Crit-path max FO at 148
* Yosys Chip Area at 86,100 sq um
* Final period utilization at 0.779
* Chip area at 217,000 sq um
* Mux area share at 0.0366
* Switching power at 3150 uW
* First-pass GRT wire length at 386,000 um
* ANT nets after route at 0
* CP max stage delay at 0.65 ns
* Seq pwr share at 0.265
* Min-delay src: unit33.accumulate[25]
* Wire per inst at 18.2 um
* Gpl congestion at 0.927
* # DRC at 0
* CTS hold repair buffers at 0
* Grt ovf at 0
* Post-CTS resize count at 0
* Avg Synthesized Cell Area at 8.82 sq um
* Cell count in the Yosys report at 9,756
* CTS tree: done
* Ys Warns at 2
* Adder share at 0.349
* Max-slew headroom at 0.404
* Port-buffer cells at 579
* Seq share, synth at 0.177
* Max Clock Skew at 0.0281 ns
* Cell row count at 169
* Drt via density at 5.22
* RSZ-0062 raised after global routing: false
* IO Pins at 580
* DR iter-0 viols at 3,342
* XOR Share, Synth at 0.0673
* Peak VDD IR at 105 uV
* Setup crit start: rst
* Layout cells sized above 1 at 0.0334
* Status: complete, no violations
* Type of the most critical hold path: reg2reg
* Final tally of hold violations at 0
* Measured slew at the worst slew-check pin at 0.871 ns
* Initial antenna violation count at 23
* Hold path cells at 2
* Vias in the first global route at 69,000
* Latency at later pin at 0.73 ns
* Largest net degree at the start of global routing at 149
* CP Class: in2reg
* DIE WIDTH at 466 um
* CTS sink cnt at 608
* TritonRoute pass-1 iters at 8
* Req. time, crit path at 15.41 ns
* Clock transition at path regs at 0.06 ns
* Total Power at 8070 uW
* GRT Total Usage at 0.234
* Max Freq at 86.8 MHz
* Synthesized instance count at 9,756
* DP HPWL at 183,000 um
* Post-Syn Area at 86,100 sq um
* Util after Layout at 0.460
* Setup bufs post-CTS at 0
* Setup TNS Final at 0 ns
* Max_cap viols at 0
* Clock tree root driver cell: clkbuf_16
* Post-synthesis simple-gate area fraction at 0.157
* Comb area leader: adder cells
* CTS H-tree depth at 3
* Core area at 213,000 sq um
* Finished Cell Area at 98,100 sq um
* Int Pwr at 4920 uW
## kinds of logic after synthesis
family / Yosys count
AND/OR/NAND/NOR: 2732
adder cells (fa/ha/maj): 1864
buffers and inverters: 1793
AND-OR/OR-AND: 1785
XOR/XNOR: 660
flip-flops: 608
multiplexers: 314
## final cells by class
type | count | area [sq um]
sequential | 608 | 15200
multi-input combinational | 7355 | 64200
fill | 19800 | 115000
clock buffer | 120 | 2550
timing repair buffer | 673 | 6540
tap | 2821 | 3530
inverter | 1464 | 5510
antenna | 2 | 5.00
clock inverter | 41 | 493
## cell usage after synthesis (all sizes together), types with 17 or more instances
cell    count  area (sq um)
a31oi      67           434
mux2i     309          3090
a211oi     95           723
xor2      161          1410
nor2      798          3000
and3      211          1320
nand2     549          2060
a21o      254          1910
or3        40           250
and2      536          3350
buf        39           148
ha        968         12100
fa        896         17900
a21oi     553          2790
nand3     153           766
o21a       78           587
nand3b     22           165
o31ai      29           228
o21ai     341          1710
a22o       20           175
dfrtp     608         15200
a21boi     17           128
o21bai    107           803
a32o       21           210
nand4      29           181
nand2b    106           663
or2        31           194
nor2b      98           613
o211ai     27           208
clkbuf    290          1110
xnor2     498          4360
nor3      106           536
inv      1463          5490
## path summary, 6_finish.rpt
path | slack [ns] | endpoint
min in group asynchronous | 2.88 | unit11.accumulate[0]
hold / removal | 0.51 | unit33.accumulate[25]
setup / recovery | 3.28 | unit11.accumulate[31]
hold reg to reg | 0.51 | unit33.accumulate[25]
setup reg to reg | 6.89 | unit12.accumulate[30]
max in group asynchronous | 9.35 | unit34.accumulate[19]
## routing by layer
metal  up-vias  track usage  wire, um
li1      33200            -         -
met1     33300        0.338    107000
met2      1443        0.365    109000
met3       282       0.0613     15900
met4        36       0.0500      6520
met5         -     0.000439       220
## power by group through the flow
| stage | combinational (uW) | clock (uW) | sequential (uW) |
|---|---|---|---|
| CTS | 3670 | 2360 | 2150 |
| global route | 4110 | 2410 | 2170 |
| finish | 3650 | 2280 | 2140 |
## cell usage in the layout, fill, tap and decap left out, types with 18 or more instances in the layout
master and instances:
xnor2_1 490, o21ai_0 320, nor2b_1 98, a32o_1 21
buf_4 91, a21oi_1 546, a31oi_1 66, dfrtp_1 608
and3_1 211, a21o_1 254, inv_1 1462, nand4_1 29
clkbuf_16 91, fa_1 896, o211ai_1 26, mux2i_1 309
clkinv_2 18, a211oi_1 93, nand3b_1 22, o31ai_1 27
nand2b_1 105, or3_1 40, nor3_1 105, nand2_1 549
and2_1 536, nand3_1 153, o21bai_1 107, xor2_1 161
nor2_1 795, a22o_1 20, clkdlybuf4s50_1 576, o21a_1 77
o21ai_1 19, or2_2 31, ha_1 968
## worst max-delay path, delay by kind of cell
| family | cells | cell delay [ns] |
|---|---|---|
| AOI/OAI and AO/OA | 11 | 2.31 |
| xor gates and xnor gates | 1 | 0.34 |
| adders and majority gates | 6 | 2.74 |
| buffers and inverters | 7 | 2.05 |
| muxes | 1 | 0.37 |
| and+or+nand+nor | 5 | 1.22 |
## through the flow
step	cells	hold slack, ns	worst slack (ns)
after floorplan	9756	0.450	3.54
after global routing	13100	0.544	2.72
after detailed placement	12900	0.502	2.63
after CTS	13100	0.513	3.39
final	13100	0.512	3.28
after global placement	12900	0.501	2.72
Power and IR drop assume default switching activity.
