==> flow/design.v <==
module fetch (
  input logic clk, rst,
  input logic cache_ack,
  input logic [31:0] inst,
  output logic addr_ready,
  output logic [31:0] addr,
  input logic stall, jal, branch,
  input logic [31:0] j_target, b_target,
  output logic [31:0] final_pc,
  output logic [31:0] final_inst
);
  typedef enum {
    SEND,
    WAIT,
    SEND_O,
    WAIT_ACK,
    WAIT_O
  } state_t;
  state_t next_state, state;
  logic [31:0] next_pc, pc;
  logic [31:0] next_finalI, finalI;
  logic [31:0] nop;
  logic [31:0] next_target, target;
  assign nop = 32'h00000013;
  assign final_inst = finalI;
  assign final_pc = pc;
  always_comb begin
    next_state = state;
    addr_ready = 1'b0;
    next_pc = pc;
    next_finalI = nop;
    next_target = target;
    addr = '0;
    case (state) 
      SEND: begin
        if (jal) begin  
          addr = j_target;
          addr_ready = 1'b1;
          next_target = j_target;
          next_state = WAIT_O;
        end else if (branch) begin  
          addr = b_target;
          addr_ready = 1'b1;
          next_target = b_target;
          next_state = WAIT_O;
        end else if (stall) begin
          next_pc = pc;
          next_finalI = finalI;
        end else begin  
          addr = pc + 4;
          addr_ready = 1'b1;
          next_state = WAIT;
        end
      end
      WAIT: begin
        if (jal) begin  
          next_target = j_target;
        end else if (branch) begin
          next_target = b_target;
        end
        if (cache_ack && (jal | branch)) begin  
          next_state = SEND_O;
        end else if (cache_ack && stall) begin  
          next_pc = pc + 4;
          next_finalI = inst;
          next_state = SEND;
        end else if (jal | branch) begin  
          next_state = WAIT_ACK;  
        end else if (cache_ack) begin
          next_state = SEND;
          next_finalI = inst;
          next_pc = pc + 4;
        end 
      end
      SEND_O: begin
        addr_ready = 1'b1;
        addr = target;
        next_state = WAIT_O;  
      end
      WAIT_O: begin
        if (cache_ack) begin
          next_finalI = inst;
          next_pc = target;
          next_state = SEND;
        end
      end
      WAIT_ACK: begin
        if (cache_ack) begin
          next_state = SEND_O;
        end
      end
    endcase
  end
  always_ff @(posedge clk or posedge rst) begin
    if (rst) begin
      state <= SEND;
      pc <= -4;
      finalI <= nop;
      target <= '0;
    end else begin
      state <= next_state;
      pc <= next_pc;
      finalI <= next_finalI;
      target <= next_target;
    end
  end
endmodule
==> flow/run.sh <==
#!/bin/bash
# OpenROAD 26Q1-2900-gdf79404cd8, Yosys 0.63+post, stock flow scripts
make -C /OpenROAD-flow-scripts/flow DESIGN_CONFIG=/design/flow/config.mk WORK_HOME=/design/flow/orfs finish
==> flow/config.mk <==
export PLATFORM = sky130hd
export DESIGN_NAME = fetch
export DESIGN_NICKNAME = fetch
export VERILOG_FILES = /design/flow/design.v
export SDC_FILE = /design/flow/constraint.sdc
export NUM_CORES = 4
export LEC_CHECK = 1
export CORE_UTILIZATION = 30
==> flow/constraint.sdc <==
current_design fetch

set clk_period 5.8
set clk_io_pct 0.2

create_clock -name clk0 -period $clk_period [get_ports {clk}]

set non_clock_inputs [all_inputs -no_clocks]
set_input_delay [expr $clk_period * $clk_io_pct] -clock clk0 $non_clock_inputs
set_output_delay [expr $clk_period * $clk_io_pct] -clock clk0 [all_outputs]
==> summary.txt <==
impl run done, here's what came out: EDFF count, synth=0, fraction of layout cells with a size suffix above 1=0.102, Hold WC Path Type=reg2reg, routability-driven placement congestion ratio=0.837, crit end category=primary output, setup TNS=0 ns, final hold violation count=0, Avg WL per Cell=17.0 um, hold path depth=2, critical-path maximum fanout=20, dpl ws=1.12 ns, Worst-path clk slew=0.07 ns, Tightest Pin Transition=0.716 ns, Top cell excl fill/tap=clkdlybuf4s50_1, Tmin final=4.69 ns, worst path required time=4.64 ns, fin crit share=0.809, Slew Limit Headroom=0.519, ys async rst share=1.00, CTS tree=done, VDD IR max=129 uV, first-pass GRT wire length=27600 um, RSZ-0062 raised after global routing=false, CP arrival=3.53 ns, Latency at later pin=0.36 ns, fmax=213 MHz, tool warnings=25, Crit Path Class=in2out, Routed WL=17100 um, Mapped Cells=599, initial antenna violation count=0, outcome=completed, post-synthesis cell type count=47, Die X=139 um, max-capacitance violation count=0, yosys warns=1, Via density=5.27, Final setup viols=0, Total GRT Usage=0.182, CTS resizes=0, # clock sinks=101, leakage=3.18 nW, Hold WS=0.487 ns, syn_area_per_cell=9.42 um^2, 1st-iter DRT viols=318, logic area=0.00288 mm^2, Num CTS Buffers=9, HPWL after detailed placement=12100 um, area reported by Yosys stat=0.00565 mm^2, Seq share, synth=0.455, CTS H-tree depth=3, largest net degree at the start of global routing=55, via count=5311, Dominant Register Cell=dfrtp_1, Max Root-Sink Buffers=2, clk_skew=0.0143 ns, vias in the first global route=5149, total gr overflow=0, Worst setup SP type=input port, DRC errors left=0, DRT antenna net count=0, setup ws final=1.11 ns, I/O pin count=199, Final Slew Violations=0, PortBufs=198, cell area after synthesis=0.00565 mm^2, router iterations before antenna repair=29, FF+latch area=0.00257 mm^2, R2R depth=6, Die ar.=0.0194 mm^2, Placement Rows=49, n_diodes=0, Init Core Util=0.310, CTS root buffer=clkbuf_16, post-synthesis cell count from yosys=599, Yosys reg bits=101, area delta synth->final=43.9%, cts hold-fix bufs=0, chip height=139 um, Post-CTS Setup Bufs=0, most frequent cells in the layout=clkdlybuf4s50_1 (197), nand2_1 (94), dfrtp_1 (66), Pwr Density=173 mW/mm^2, core area=0.0182 mm^2, layout filler cell count=1666
-- through the flow --
step	utilization	area [um^2]	cells	power, mW
after detailed placement	0.431	7840	991	0.831
after floorplan	-	5650	599	0.751
after global routing	0.446	8130	1007	1.46
final	0.446	8130	1007	1.41
after global placement	0.431	7840	991	0.830
after CTS	0.446	8130	1007	1.43
-- kinds of logic after synthesis --
logic type / synth area share
AND-OR/OR-AND: 0.221
XOR/XNOR: 0.0434
adder cells (fa/ha/maj): 0.00222
buffers and inverters: 0.0372
flip-flops: 0.455
multiplexers: 0.0696
AND/OR/NAND/NOR: 0.172
-- flip-flops by register name, summed over array words and instances (netlist names) --
register  cells
finalI       32
pc           32
target       32
state         5
-- worst paths after layout --
check	start	to	slack, ns
max	branch	addr[0]	1.11
max in group asynchronous	rst	state[1]$_DFF_PP0_	3.35
min	state[4]$_DFF_PP0_	state[4]$_DFF_PP0_	0.49
min in group asynchronous	rst	finalI[10]$_DFFE_PP0P_	1.22
max reg2reg	state[1]$_DFF_PP0_	pc[12]$_DFFE_PP1P_	3.35
min reg2reg	state[4]$_DFF_PP0_	state[4]$_DFF_PP0_	0.49
-- cells in the mapped netlist (6+ instances only) --
library cell,number,area (um^2)
a21oi_1,15,75.1
a22o_1,31,272
a22oi_1,7,52.6
and3_1,9,56.3
buf_1,7,26.3
buf_2,7,35.0
clkbuf_1,30,113
dfrtp_1,67,1680
dfstp_2,34,893
inv_1,6,22.5
mux2i_1,37,370
nand2_1,94,353
nand3_1,20,100
nand4_1,10,62.6
nor2_1,30,113
nor3_1,11,55.1
o21a_1,9,67.6
o21ai_0,58,290
o221ai_1,28,245
o22a_1,8,70.1
xnor2_1,20,175
xor2_1,8,70.1
-- report_power, final --
| part | switching (mW) | leakage (nW) | total (mW) | internal [mW] |
|---|---|---|---|---|
| registers | 0 | 1.29 | 0.705 | 0.705 |
| logic | 0.0412 | 1.76 | 0.111 | 0.0702 |
| clock network | 0.290 | 0.133 | 0.590 | 0.300 |
-- critical path: stages --
cell	delay, ns
clkdlybuf4s50_1	0.44
nor2_1	0.26
inv_1	0.16
nand2_1	0.53
buf_12	0.25
nor2_1	0.05
a221o_1	0.27
clkdlybuf4s50_1	0.40
-- per-layer routing --
metal,global-route usage,wire length (um),up-vias,share of wire
met4,0.0240,218,0,0.013
met5,0,0,-,0
li1,-,-,2563,-
met2,0.287,7730,200,0.45
met3,0.0405,1150,15,0.067
met1,0.269,8000,2533,0.47
-- final cells by class --
cell class,instances,area share
multi-input combinational,445,0.355
sequential,101,0.316
timing repair buffer,209,0.255
tap,229,0.0353
clock buffer,10,0.0282
clock inverter,6,0.00678
inverter,7,0.00354
Power is estimated from default activity; no workload was simulated.
